==> design.v <==
module mon_streams(
	input clk,
	input reset,
	input[31:0] ARADDR,
	input [3:0]	ARID,
	input		ARREADY,
	input		ARVALID,
	input [3:0]	RID,
	input[511:0]RDATA,	
	input		RREADY,
	input       RLAST,
	input       RVALID,
	input [1:0] RRESP,
	input [1:0] BRESP,
	output		error_detect
);
	parameter WRITE_STREAM_MAXSIZE	= 'd230400;
	parameter STREAM_ADDR_OFFSET = $clog2(WRITE_STREAM_MAXSIZE);
	parameter STREAM_ADDR_SHIFT = 2;
	(* mark_debug = "true" *)reg [31:0]addr[0:15];
	reg [3:0]arid;
	reg [3:0]rid;
	reg finish_addr;
	reg [3:0]finish_arid;
	integer i;
	(* mark_debug = "true" *)reg [15:0]stream_cnt;
	(* mark_debug = "true" *)reg error_detect;
	(* mark_debug = "true" *)wire data_equal;
	(* mark_debug = "true" *)wire new_stream_num;
	(* mark_debug = "true" *)wire [7:0]stream_num;
	(* mark_debug = "true" *)wire [511:0]data_ok;
	(* mark_debug = "true" *)wire [7:0]iter_num;
	assign stream_num = addr[RID][STREAM_ADDR_SHIFT + STREAM_ADDR_OFFSET + 7:
		STREAM_ADDR_SHIFT + STREAM_ADDR_OFFSET];
	assign new_stream_num = (stream_cnt == 16'hE0F0) && RREADY && RVALID && RLAST;
	assign iter_num = RDATA[55:48];
	assign data_ok = {stream_num, iter_num, stream_cnt+16'h0F, stream_num, iter_num, stream_cnt+16'h0E,
					stream_num, iter_num, stream_cnt+16'h0D, stream_num, iter_num, stream_cnt+16'h0C,
					stream_num, iter_num, stream_cnt+16'h0B, stream_num, iter_num, stream_cnt+16'h0A,
					stream_num, iter_num, stream_cnt+16'h09, stream_num, iter_num, stream_cnt+16'h08,
					stream_num, iter_num, stream_cnt+16'h07, stream_num, iter_num, stream_cnt+16'h06,
					stream_num, iter_num, stream_cnt+16'h05, stream_num, iter_num, stream_cnt+16'h04,
					stream_num, iter_num, stream_cnt+16'h03, stream_num, iter_num, stream_cnt+16'h02,
					stream_num, iter_num, stream_cnt+16'h01, stream_num, iter_num, stream_cnt+16'h00};
	assign data_equal = RDATA == data_ok;
	always @(posedge clk)
	begin
		if(reset)
			arid <= 4'h0;
		else if(ARREADY && ARVALID)
			arid <= ARID;
	end
	always @(posedge clk)
	begin
		if(reset)
		begin
			finish_addr <= 1'b0;
			finish_arid <= 4'h0;
		end
		else if(ARADDR[17:0] == 18'h37F00 && ARREADY && ARVALID)
		begin
			finish_arid <= ARID;
			finish_addr <= 1'b1;
		end
		else if(ARADDR[17:0] == 18'h00000 && ARREADY && ARVALID)
			finish_addr <= 1'b0;
	end
	always @(posedge clk)
	begin
		if(reset)
		begin
			for(i = 0; i < 16; i = i + 1)
				addr[i] <= 32'h0;
		end
		else if(ARREADY && ARVALID)
			addr[ARID] <= ARADDR;
	end
	always @(posedge clk)
	begin
		if(reset)
			rid <= 4'h0;
		else if(RVALID && RREADY)
			rid <= RID;
	end
	always @(posedge clk)
	begin
		if(reset)
			stream_cnt <= 16'h0;
		else if(new_stream_num) 
			stream_cnt <= 16'h0;
		else if(RREADY && RVALID)
			stream_cnt <= stream_cnt + 16'h0010;
	end
	always @(posedge clk)
	begin
		if(reset)
			error_detect <= 1'b0;
		else if((RDATA != data_ok && RREADY && RVALID) || (RRESP != 2'b00) || (BRESP != 2'b00))
			error_detect <= 1'b1;
	end
endmodule
==> run.sh <==
#!/bin/bash
# OpenROAD 26Q1-2900-gdf79404cd8, Yosys 0.63+post, stock flow scripts
make -C /OpenROAD-flow-scripts/flow DESIGN_CONFIG=/design/flow/config.mk WORK_HOME=/design/flow/orfs finish
==> config.mk <==
export PLATFORM = sky130hd
export DESIGN_NAME = mon_streams
export DESIGN_NICKNAME = mon_streams
export VERILOG_FILES = /design/flow/design.v
export SDC_FILE = /design/flow/constraint.sdc
export NUM_CORES = 4
export LEC_CHECK = 1
export CORE_AREA = 10 10 345 345
export DIE_AREA = 0 0 355 355
==> constraint.sdc <==
current_design mon_streams

set clk_period 5.7
set clk_io_pct 0.2

create_clock -name clk0 -period $clk_period [get_ports {clk}]

set non_clock_inputs [all_inputs -no_clocks]
set_input_delay [expr $clk_period * $clk_io_pct] -clock clk0 $non_clock_inputs
set_output_delay [expr $clk_period * $clk_io_pct] -clock clk0 [all_outputs]
==> results.cfg <==
; physical design summary
[grt]
grt_overflow = 0
antenna_found_initial = 50
grt_use_total = 0.127
grt_pass1_wl_um = 106000
grt_max_degree = 32
grt_pass1_vias = 11509

[timing]
setup_ws_ps = 1300
skew_ps = 15.2
hold_ws_ps = 547
tightestPinTransition_ps = 791
finalCritPeriodShare = 0.772
fmax_mhz = 227
slew_viol_final = 0
relSlewSlack = 0.466
rsz0062_at_grt = false
hold_viol = 0
min_period_ps = 4400
setup_violations = 0
tns_ps = 0

[route]
avgViaCountPerCell = 3.71
final_antenna_net_count = 0
first_pass_iters = 5
drt-total-wl_um = 82700
drt-initial-drc-count = 717
wl_per_cell_um = 26.3
drc = 0
num_vias = 11653

[synth]
ys_ff = 141
synth_top_cell_by_area = edfxtp_1
synth_cell_type_count = 64
ff_type = edfxtp_1
async_reset_ff_frac = 0
synth_area_sq_um = 10600
synth-edff-count = 128
synth_top_area_share = 0.361
avgSynthCellArea_sq_um = 9.76
synth_cells = 1090
yosysWarnings = 1
area_leaders = edfxtp_1 36%, and2_1 7.8%, mux4_2 5.3%
postSynthSeqShare = 0.386
yosys_area_sq_um = 10600
yosysCellCount = 1090

[run_status]
status = complete, no violations

[critical_path]
cpPeakStageDelay_ps = 740
cp-startpoint = RDATA[48]
ff2ff_path_depth = 9
crit_type = primary input to register
timing.rr.start = stream_cnt[7]
crit_path_start_kind = primary input
crit_chain = clkdlybuf4s50_1 > buf_4 > inv_1 > o22ai_1 > a211o_1 > a2111oi_0 > nand4_1 > a221o_1 > nor4_1 > a31oi_1
r2r-end = error_detect
worstPathArrival_ps = 4710
cp_max_fo = 11
r2r_slack_ps = 2060
cp-endpoint = error_detect
cp-end-kind = register
crit_slowest_cell = clkdlybuf4s50_1
worstPathRequired_ps = 6010

[placement]
place_ws_ps = 629
port-buffer-count = 539
gp_congestion = 0.962
hpwl_um = 72200
dp_cells = 3101

[power]
leakagePower_nw = 6.13
swShare = 0.287
ir_worst_vdd_mv = 0.191
internal_power_w = 0.00232
seqPwrFrac = 0.366
p_switching_w = 0.000936
power.total_w = 0.00326
p_per_area_nw_per_um2 = 175
power_frac_clock = 0.375
p_comb_frac = 0.260

[clock_network]
clock_sinks = 141
post-cts-setup-buffers = 0
cts_buffers = 17
clkTransAtPathRegs_ps = 80
ctsHtreeMaxLevel = 4
post_cts_resized = 0
clockBufferDepth = 2
cts_hold_buffers = 0
cts_root_buf = clkbuf_16
cts_tree = done
clock_latency_ps = 440

[finish]
lay_top_count = clkdlybuf4s50_1
logic_area_sq_um = 6230
area_growth_pct = 75.0
fillers = 12425
mostFrequentLayoutCells = 539 x clkdlybuf4s50_1, 133 x and2_1, 128 x edfxtp_1
finalNonFillerCells = 3144
seqCellArea_sq_um = 4100
drive_gt1_frac = 0.0778

[floorplanning]
rows = 122
ios = 564
die_x_um = 355
initial_utilization = 0.0957
design.core.area_sq_um = 111000
die_h_um = 355
die-area_sq_um = 126000

[worst_hold_path]
worst_hold_path_type = register to register

[job]
warnings = 49
maxCapViolCount = 0
==> layout make-up <==
type | instances | area share
multi-input cells | 876 | 0.335
repair buffers | 582 | 0.308
flip-flops and latches | 141 | 0.221
well taps | 1488 | 0.100
clock buffers | 18 | 0.0231
clock inverters | 14 | 0.00948
inverters | 14 | 0.00289
diodes | 11 | 0.00148
==> worst max-delay path, delay by kind of cell <==
kind	cells	cell delay, ps
buf+inv	3	1180
compound gates	5	1430
simple gates	2	920
==> synthesized netlist by cell type, drive strengths merged, types with 3 or more instances <==
master and n:
o22ai 26, a22oi 9, nand4 52, a31oi 4, nand2b 5, or4 21
and3 58, and2 133, nor2b 3, nor4b 3, a211o 4, dfxtp 13
mux2i 37, nor3 66, or3 33, nor2 49, o2111ai 5, nand3 66
edfxtp 128, nor4bb 6, a21oi 10, xnor2 48, xor2 41, a21o 3
nand2 32, buf 19, o41ai 4, o21ai 22, nand3b 3, nor4 35
and4 6, a221oi 10, or2 16, mux2 4, a2111oi 7, mux4 28
inv 13, clkbuf 40
==> power groups by stage <==
stage | Clock, W | Sequential (W) | Combinational (W)
CTS | 0.00125 | 0.00119 | 0.000855
global route | 0.00130 | 0.00120 | 0.000901
finish | 0.00122 | 0.00119 | 0.000846
==> registers in the layout (all words and copies together), names as in the netlist <==
| name | count |
|---|---|
| stream_cnt | 12 |
| error_detect | 1 |
| addr | 128 |
==> how the worst min path moves through the flow <==
| stage | start | to | depth (start not counted) |
|---|---|---|---|
| finish | stream_cnt[15] | stream_cnt[15] | 2 |
| CTS | stream_cnt[15] | stream_cnt[15] | 2 |
| global route | stream_cnt[15] | stream_cnt[15] | 2 |
==> per-layer routing <==
metal / up-vias / share of wire / wire, um / track usage
met2: 666 / 0.47 / 38500 / 0.208
met1: 5507 / 0.39 / 32500 / 0.153
met5: - / 0.0030 / 245 / 0
met3: 100 / 0.12 / 10200 / 0.0635
met4: 36 / 0.016 / 1290 / 0.0160
li1: 5344 / - / - / -
==> logic make-up (layout without fill, tap and decap cells) <==
| group | after synthesis | after routing | synth area share |
|---|---|---|---|
| flip-flops | 141 | 141 | 0.386 |
| buffers and inverters | 73 | 628 | 0.0293 |
| AND/OR/NAND/NOR | 597 | 597 | 0.327 |
| multiplexers | 69 | 69 | 0.104 |
| adder cells (fa/ha/maj) | 1 | 1 | 0.00118 |
| XOR/XNOR | 89 | 89 | 0.0733 |
| other | 0 | 11 | 0 |
| AND-OR/OR-AND | 120 | 120 | 0.0793 |
==> metrics by stage <==
step,cell area (sq um),util
2_1_floorplan,10600,-
3_3_place_gp,18000,0.162
3_5_place_dp,18000,0.162
4_1_cts,18600,0.167
5_1_grt,18600,0.167
6_report,18600,0.167
Power figures rest on the tool's default switching activity, not on a simulated workload.

`config.mk`:
```
export PLATFORM = sky130hd
export DESIGN_NAME = write_stream_gen
export DESIGN_NICKNAME = write_stream_gen
export VERILOG_FILES = /design/flow/design.v
export SDC_FILE = /design/flow/constraint.sdc
export NUM_CORES = 4
export LEC_CHECK = 1
export CORE_AREA = 10 10 280 280
export DIE_AREA = 0 0 290 290
```
`constraint.sdc`:
```
current_design write_stream_gen

set clk_period 3.8
set clk_io_pct 0.2

create_clock -name clk0 -period $clk_period [get_ports {clk}]

set non_clock_inputs [all_inputs -no_clocks]
set_input_delay [expr $clk_period * $clk_io_pct] -clock clk0 $non_clock_inputs
set_output_delay [expr $clk_period * $clk_io_pct] -clock clk0 [all_outputs]
```
`design.v`:
```
module write_stream_gen(
	input clk,
	input reset,
	input en,
	output finish,
	output adr_neg,
	output [2:0]wr_sm,
	output [2:0]wr_sm_ns,
	input [31:0]addr,
	input [7:0]iter_num,
	input [7:0]stream_num,
	input [7:0]burst_length,
	input AWREADY,
	output [31:0] AWADDR,
	output [3:0]  AWID,
	output [7:0]  AWLEN,
	output [2:0]  AWSIZE,
	output [1:0]  AWBURST,
	output [1:0]  AWLOCK,
	output [3:0]  AWCACHE,
	output [2:0]  AWPROT,
	output        AWVALID,
	input WREADY,
	output [3:0]  WID,
	output [511:0] WDATA,
	output [63:0]  WSTRB,
	output        WLAST,
	output        WVALID,
	input [3:0] BID,
	input [1:0] BRESP,
	input       BVALID,
	output      BREADY
	);
	localparam [3:0]
		S_IDLE = 8'h01,
		S_ADDR = 8'h02,
		S_DATA = 8'h03,
		S_CONF = 8'h04;
	(* mark_debug = "true" *)reg [2:0]wr_sm;
	(* mark_debug = "true" *)reg [2:0]wr_sm_ns;
	(* mark_debug = "true" *)reg [7:0]data_cnt;
	(* mark_debug = "true" *)reg [15:0]counter;
	(* mark_debug = "true" *)reg [3:0]wid_r;
	(* mark_debug = "true" *)reg [3:0]awid_r;
	(* mark_debug = "true" *)reg [7:0]bvalid_timout_cnt;
	(* mark_debug = "true" *)reg bvalid_timout;
	reg [7:0]burst_length_reg;
	always @(posedge clk)
	begin
		if(reset || (BREADY & BVALID))
			bvalid_timout <= 1'b0;
		else if(bvalid_timout > 8'h20)
			bvalid_timout <= 1'b1;
	end
	always @(posedge clk)
	begin
		if(reset || (BREADY & BVALID))
			bvalid_timout_cnt <= 1'b0;
		else if(BREADY & ~BVALID)
			bvalid_timout_cnt <= bvalid_timout_cnt + 8'h01;
	end
	always @(posedge clk)
	begin
		if(reset)
			burst_length_reg <= 8'h0;
		else if(AWVALID && AWREADY) 
			burst_length_reg <= burst_length;
	end
	assign AWLOCK = 2'b00;
	assign AWBURST = 2'b01;
	assign AWCACHE = 4'b0000;
	assign AWLEN = burst_length - 8'h01; 
	assign AWSIZE = 5'b00110;  
	assign AWPROT = 3'b000;
	assign BREADY = (wr_sm == S_CONF);
	assign AWADDR = addr;
	assign WID = wid_r;
	assign AWID = awid_r;
	assign AWVALID = (wr_sm == S_ADDR);
	assign WVALID = wr_sm == S_DATA;
	assign WSTRB = 64'hFFFF_FFFF_FFFF_FFFF;
	assign WLAST = WREADY && WVALID && (wr_sm == S_DATA) & (data_cnt == (burst_length_reg - 8'h01));
	assign WDATA = {stream_num, iter_num, counter+16'h0F, stream_num, iter_num, counter+16'h0E,
					stream_num, iter_num, counter+16'h0D, stream_num, iter_num, counter+16'h0C,
					stream_num, iter_num, counter+16'h0B, stream_num, iter_num, counter+16'h0A,
					stream_num, iter_num, counter+16'h09, stream_num, iter_num, counter+16'h08,
					stream_num, iter_num, counter+16'h07, stream_num, iter_num, counter+16'h06,
					stream_num, iter_num, counter+16'h05, stream_num, iter_num, counter+16'h04,
					stream_num, iter_num, counter+16'h03, stream_num, iter_num, counter+16'h02,
					stream_num, iter_num, counter+16'h01, stream_num, iter_num, counter+16'h00};
	assign finish = (wr_sm == S_CONF) && BREADY && BVALID;
	assign adr_neg = AWVALID && AWREADY;
	always @(posedge clk)
	begin
		if(reset)
			awid_r <= 4'h0;
		else if(BREADY && BVALID)
			awid_r <= awid_r + 4'h1;
	end
	always @(posedge clk)
	begin
		if(reset)
			wid_r <= 4'h0;
		else if(wr_sm == S_ADDR && wr_sm_ns == BVALID)
			wid_r <= awid_r;
	end
	always @(posedge clk)
	if(reset)
		wr_sm <= S_IDLE;
	else
		wr_sm <= wr_sm_ns;
	always @(*)
	begin
		wr_sm_ns = wr_sm;
		case (wr_sm)
			S_IDLE:
				if(en)
					wr_sm_ns = S_ADDR;
			S_ADDR:
				if(AWREADY && AWVALID)
					wr_sm_ns = S_DATA;
			S_DATA:
				if(WLAST && WREADY && WVALID)
					wr_sm_ns = S_CONF;
			S_CONF:
				if(BREADY && BVALID && en)
					wr_sm_ns = S_ADDR;
				else if(BREADY & BVALID & ~en)
					wr_sm_ns = S_IDLE;
		endcase
	end
	always @(posedge clk)
	begin
		if(wr_sm == S_IDLE | wr_sm == S_CONF)
			data_cnt <= 'd0;
		else if((wr_sm == S_DATA) && WREADY && WVALID)
			data_cnt <= data_cnt + 'd1;
	end
	always @(posedge clk)
	begin
		if(reset || ~en)
			counter <= 'd0;
		else if((wr_sm == S_DATA) && WREADY && WVALID)
			counter <= counter + 'h10;
	end
endmodule 
```
`run.sh`:
```
#!/bin/bash
# OpenROAD 26Q1-2900-gdf79404cd8, Yosys 0.63+post, stock flow scripts
make -C /OpenROAD-flow-scripts/flow DESIGN_CONFIG=/design/flow/config.mk WORK_HOME=/design/flow/orfs finish
```
==> git commit body <==
Add synthesis and place-and-route results

- Min Tclk post-route: 3.52 ns
- Result of the run: completed
- After the flow finishes, the layout carries non-filler instances totaling roughly 1600.
* Cell leakage power: 2.09 nW
- According to the floorplan report, the die width is 290 µm.
* Top cell excl fill/tap: sky130_fd_sc_hd__clkdlybuf4s50_1
* Worst ir drop on vdd: between 0.2 and 0.25 mV
- Start point of the worst hold path: wid_r[1]
* Clock-pin slew on the worst setup and hold paths: 0.07 ns
* Commonest flop: sky130_fd_sc_hd__dfxtp_1
- CORE AREA: approximately 72000 µm²
* Gr usage total: 0.0383
* Number of clock buffers inserted by TritonCTS: 5
- Including well taps, the total number of placed cells is 1559.
- Layout Area Growth over Synthesis: -5.02%
- Count of boundary I/O pins: 718
* Top-area cell share: 0.701
- Input and output buffers added on the ports amount to 233.
* Endpoint class of the critical path: output port
* Worst setup path startpoint: burst_length_reg[0]
- Via total after detailed routing: 3182
* Largest cells by area after synthesis: sky130_fd_sc_hd__buf_4 70%, sky130_fd_sc_hd__dfxtp_1 12%, sky130_fd_sc_hd__xor2_1 2.1%, sky130_fd_sc_hd__xnor2_1 2.0%, sky130_fd_sc_hd__nor2_1 1.7%
- The detail route stage leaves a number of antenna-violating nets equal to 0.
- Areal power density over the cells: roughly 180 nW/µm²
* Highest fanout seen on the critical path: 5
- For this block, the initial DRC count from the detailed router was about 77.
* Number of flops mapped to enable cells by yosys: 0
- The final timing report counts setup violations totalling 0.
- Number of warnings reported in the yosys synthesis log: 1
- Die area: 84100 µm²
- Worst slew slack as a fraction of its limit: 0.502
- Across all setup checks in the final design, the least slack found is 0.278 ns.
- STA classifies the critical path startpoint as a flop.
- sky130_fd_sc_hd__buf_4 takes more of the synthesized area than any other cell.
- H-tree depth: 2
- Post-detailed-routing wire length: 17.2 mm
* Clock sink total: 39
- Number of flip-flops in the largest register: 12
* Routed length per placed instance: 11.0 µm
* # DRC: 0
* Setup slack after placement: 0.282 ns
* Setup TNS: 0 ns
* Final hold viol count: 0
- The number of setup buffers added after CTS is 0.
- Setup slack on the worst reg-to-reg path comes out at roughly 1.7 ns.
- According to the timing report, the arrival time at the worst endpoint equals 2.76 ns.
- Setup CP Type: flop to output port
* Final weighted congestion of routability-driven global placement: 0.727
- The pin closest to its max-slew limit shows a slew of 0.745 ns.
* Crit path required time: 3.04 ns
- Antenna violations before repair: 2
- Timing would allow up to approximately 280 MHz.
* Vias per cell: 2.03
- Across the run, the number of max-cap violations was 0.
- For the worst reg-to-reg path, the startpoint reported by OpenROAD is burst_length_reg[0].
* Tally of unique sky130hd cells used after synthesis: 43
- Number of cells upsized or downsized after cts: 0
- Flip-flop and latch count after synthesis: 39
- Count of standard-cell rows: 98
- Fraction of final layout cells sized beyond drive strength 1: 0.0276
* CTS tree: done
* Mapped Cells: 848
- For this run the detailed placement stage logged an HPWL of 15.0 mm.
- Sequential share of the synthesized area: 0.120
- Final core utilization: 0.0864
* Number of optimization iterations in the first detailed-route pass: 4
- Clock tree synthesis selected as its root buffer the cell sky130_fd_sc_hd__clkbuf_16.
- The floorplan step records an initial core utilization of 0.0909.
- Die outline height: 290 µm
* Global-route wire length before repair: 24.5 mm
* Yosys Chip Area: 6530 µm²
* Final Max Tran Viols: 0
* Total design power: 1.14 mW
- Path category of the worst min-delay check: flop to flop
- Vias in the first global route: 3406
- Setup repair after global routing missed its margin: no
- Summing over the stages, the warning tally comes to 31.
- The top cell types in the final layout, fill and taps aside, are 233 x sky130_fd_sc_hd__clkdlybuf4s50_1, 142 x sky130_fd_sc_hd__conb_1, 39 x sky130_fd_sc_hd__dfxtp_1, 30 x sky130_fd_sc_hd__nor2_1, 28 x sky130_fd_sc_hd__nand2_1.
- Per the skew report, the later register of the worst-skew pair sees a clock latency of approximately 0.31 ns.
* Fill cells: 8445
- Post-route clock period utilization: 0.927
* Number of hold buffers added after cts: 0
- The clock passes through at most 2 buffers.
- Largest net degree at the start of global routing: 21
* Layout Skew: 0.0163 ns
* Synthesized area: 6530 µm²
- Asr flop ratio synth: 0
- Mean Syn Cell Area: 7.70 µm²
- After synthesis, the design contains about 850 cells according to Yosys.
- Per the GRT congestion report, total overflow comes to 0.
## per-layer routing
layer / vias up / share of wire / global-route usage
li1: 1427 / - / -
met1: 1302 / 0.33 / 0.0367
met2: 414 / 0.41 / 0.0547
met3: 39 / 0.23 / 0.0411
met4: 0 / 0.028 / 0.00933
met5: - / 0 / 0.00290
## metrics by stage
step                hold slack (ns)  instance area, µm²
floorplan                     0.414                7060
global placement              0.451                6010
detailed placement            0.458                6010
CTS                           0.471                6200
global route                  0.481                6200
finish                        0.470                6200
## synthesized netlist by cell type, types with 6 or more instances
master / count
sky130_fd_sc_hd__a21oi_1: 17
sky130_fd_sc_hd__buf_4: 610
sky130_fd_sc_hd__dfxtp_1: 39
sky130_fd_sc_hd__inv_1: 11
sky130_fd_sc_hd__nand2_1: 28
sky130_fd_sc_hd__nand4_1: 7
sky130_fd_sc_hd__nor2_1: 30
sky130_fd_sc_hd__nor2b_1: 6
sky130_fd_sc_hd__nor3_1: 7
sky130_fd_sc_hd__o21ai_0: 7
sky130_fd_sc_hd__or3_1: 6
sky130_fd_sc_hd__xnor2_1: 15
sky130_fd_sc_hd__xor2_1: 16
## cells by family after synthesis
logic type      share of synthesized area
other cells                       0.00115
simple gates                       0.0803
compound gates                     0.0312
fa+ha+maj                         0.00958
flops                               0.120
xor+xnor                           0.0416
buf+inv                             0.712
mux                               0.00460
## power by group
part	switching (mW)	total (mW)	leakage, nW	internal (mW)
registers	0.0108	0.425	0.315	0.414
logic	0.0580	0.125	1.68	0.0667
clock network	0.212	0.594	0.0959	0.382
## path summary, 6_finish.rpt
| kind | to | depth (start not counted) |
|---|---|---|
| worst max register to register | wr_sm[1] | 8 |
| worst min-delay path | wid_r[1] | 1 |
| worst max-delay path | wr_sm_ns[2] | 8 |
| worst min register to register | wid_r[1] | 1 |
## area by class of cell
type	count	area, µm²	share of cell area
diodes	1	2.50	0.000403
clock buffers	5	125	0.0202
clock inverters	3	71.3	0.0115
inverters	13	48.8	0.00786
multi-input cells	320	1630	0.262
flip-flops and latches	39	781	0.126
well taps	950	1190	0.192
repair buffers	237	2360	0.381
## worst max-delay path: stages, from the launching register on
cell	delay, ns
sky130_fd_sc_hd__dfxtp_1	0.35
sky130_fd_sc_hd__inv_1	0.07
sky130_fd_sc_hd__ha_1	0.22
sky130_fd_sc_hd__or3b_2	0.47
sky130_fd_sc_hd__nor3_1	0.19
sky130_fd_sc_hd__xnor2_1	0.09
sky130_fd_sc_hd__a2111o_1	0.43
sky130_fd_sc_hd__nand2_1	0.15
sky130_fd_sc_hd__clkdlybuf4s50_1	0.50
Power figures rest on the tool's default switching activity, not on a simulated workload.
